`flow/design.v`:
```
module oscillator #(
	parameter WIDTH=18
)(
	input clk,
	input rst,
	input [WIDTH-1:0] counter_top,
	output out
);
reg [23:0] counter;  
reg counterout = 0;
always @(posedge clk) begin
	if (rst) 
	begin
		counter <= 0;
		counterout <= 0;
	end else
	begin
		if (counter < counter_top)
		begin
			counter <= counter + 1;
		end else 
		begin
			counter <= 0;
			counterout <= ~counterout;
		end
	end
end
assign out = counterout;
endmodule
```
`flow/constraint.sdc`:
```
current_design oscillator

set clk_period 3.7
set clk_io_pct 0.2

create_clock -name clk0 -period $clk_period [get_ports {clk}]

set non_clock_inputs [all_inputs -no_clocks]
set_input_delay [expr $clk_period * $clk_io_pct] -clock clk0 $non_clock_inputs
set_output_delay [expr $clk_period * $clk_io_pct] -clock clk0 [all_outputs]
```
`flow/config.mk`:
```
export PLATFORM = sky130hd
export DESIGN_NAME = oscillator
export DESIGN_NICKNAME = oscillator
export VERILOG_FILES = /design/flow/design.v
export SDC_FILE = /design/flow/constraint.sdc
export NUM_CORES = 4
export LEC_CHECK = 1
export CORE_AREA = 10 10 102 102
export DIE_AREA = 0 0 112 112
```
`flow/run.sh`:
```
#!/bin/bash
# OpenROAD 26Q1-2900-gdf79404cd8, Yosys 0.63+post, stock flow scripts
make -C /OpenROAD-flow-scripts/flow DESIGN_CONFIG=/design/flow/config.mk WORK_HOME=/design/flow/orfs finish
```
==> results.cfg <==
; implementation run metrics
[synthesis]
synth.most_common_cell = dfxtp_1
postSynthAreaPerCell_um2 = 9.41
synthArstFlopShare = 0
syn-instance-count = 166
synthDominantAreaCellType = dfxtp_1
flip_flops_with_a_built_in_enable = 0
synth.cells.most_frequent = 25 x dfxtp_1, 19 x inv_1, 18 x ha_1, 14 x nand3_1, 12 x xor2_1
yosys_cells = 166
postSynthSeqShare = 0.320
ys_area_um2 = 1560
yosys_most_used_dff = dfxtp_1
post_synth_num_cell_types = 36
syn-cell-area_um2 = 1560
synth.yosys.warnings = 1
post_synth_main_area_contributors = dfxtp_1 32%, ha_1 14%, xor2_1 6.7%
yosys_register_bits = 25
netlist.area_leader.share = 0.320

[final_timing]
fin_skew_ns = 0.00179
min_period_ns = 2.70
fin_setup_tns_ns = 0
setup-violations-final = 0
finalWorstSetupSlack_ns = 0.999
finalClockPeriodUsage = 0.730
hold_violations = 0
unrepaired_setup_endpoints_after_global_routing = false
timing.fmax_mhz = 370
report.final.slew_viol_count = 0

[drt]
final_antenna_net_count = 0
detailed_routing_iterations_pass_1 = 2
drt_iter0_drc = 24
wire_per_inst_um = 10.0
vias_per_cell = 3.93
drc = 0
routed_wl_mm = 2.99
routed-via-count = 1171
antenna_cells_inserted = 0

[die]
initial_core_util = 0.190
core_area_um2 = 8220
die_area_um2 = 12500
number_of_rows_in_the_core_area = 33
dieWidth_um = 112
io-pin-count = 21
dieHeight_um = 112

[final_layout]
syn_to_final_growth_pct = 24.1
final_layout_size_suffix_gt1_frac = 0.104

[clock_tree]
cts_tree = done
cts_hold_buf = 0
clock_latency_ns = 0.26
ctsLongestPathBuffers = 2
maximum_level_of_the_cts_h_tree = 1
cts_resized = 0
post_cts_buffers = 0
clkTransAtPathRegs_ns = 0.08
cts_sinks = 25
root_buffer = clkbuf_8
cts_buffers = 3

[setup_path]
rr_worst_depth = 6
worst_path_most_repeated_cell = a21oi_1
worstPathBufferInverterCount = 2
crit_cells = 8
crit_slowest_cell = a2111oi_4
path_class = input pin to flip-flop
max_stage_delay_ns = 0.47
worstPathCellList = clkdlybuf4s50_1 -> inv_1 -> ha_1 -> a21oi_1 -> a21oi_1 -> a2111oi_4 -> nand3b_4 -> nor3b_1
critical_path_required_ns = 3.89
cp_top_delay_family = AND-OR/OR-AND gates
rrSetupSlack_ns = 1.51
critPathCaptureType = flip-flop
crit_path_start_kind = input pin
crit_fanout = 19
worst-endpoint-arrival_ns = 2.89

[power]
power_per_cell_area_nw_per_um2 = 247
power_leakage_nw = 0.769
max-vdd-ir-drop_mv = 0.125

[global_routing]
residual_overflow_from_global_routing = 0
grt_pass1_wl_mm = 5.36
grt_usage = 0.0477
antenna_found_initial = 0
grt_max_degree = 20
grt_pass1_vias = 1178

[hold_path]
worst_hold_path.num_cells = 2
timing.hold.worst.class = flip-flop to flip-flop

[run]
warning_count = 25
cap_viol_max_count = 0

[placed_design]
gp_routability_congestion = 0.757
dpl.hpwl_mm = 2.40
place_worst_setup_slack_ns = 0.726
io_buffers = 20

[status]
run_status = finished clean
logic make-up (layout without fill, tap and decap cells):
logic type / Yosys count / count (layout) / synth area share
buffers and inverters: 21 / 44 / 0.0600
AOI/OAI and AO/OA: 16 / 16 / 0.0849
xor gates and xnor gates: 17 / 17 / 0.0953
other: 1 / 5 / 0.00240
DFF: 25 / 25 / 0.320
adders and majority gates: 18 / 18 / 0.144
and+or+nand+nor: 68 / 68 / 0.293
metrics by stage:
| step | area [um^2] | hold WS [ns] | cells | utilization | power (mW) |
|---|---|---|---|---|---|
| after floorplan | 1580 | 0.488 | 170 | - | 0.301 |
| after global placement | 1890 | 0.536 | 294 | 0.231 | 0.327 |
| after detailed placement | 1890 | 0.545 | 294 | 0.231 | 0.327 |
| after CTS | 1940 | 0.573 | 298 | 0.236 | 0.486 |
| after global routing | 1940 | 0.619 | 298 | 0.236 | 0.498 |
| final | 1940 | 0.566 | 298 | 0.236 | 0.478 |
final timing paths:
kind / startpoint / end
setup reg to reg: counter[14] / counter[1]
hold / removal: counter[18] / counter[18]
setup / recovery: counter_top[14] / counter[1]
hold reg to reg: counter[18] / counter[18]
cell type report:
type | instances | area, um^2
Fill cell | 869 | 6280
Multi-Input combinational cell | 124 | 983
Timing Repair Buffer | 21 | 208
Sequential cell | 25 | 500
Inverter | 19 | 71.3
Tap cell | 105 | 131
Clock buffer | 4 | 45.0
routing by layer:
layer  wire length [um]  share of wire  GRT usage
met3                 14         0.0047    0.00326
met2               1540           0.51     0.0859
met1               1400           0.47     0.0620
met5                  0              0          0
met4                 36          0.012    0.00677
sequential cells by signal, summed over array words and instances, names as in the netlist:
register,cells
counter,24
counterout,1
worst register-to-register path, stage by stage (launching register included):
cell and delay (ns):
dfxtp_1 0.46, ha_1 0.31, a21oi_1 0.16, a21oi_1 0.11, a2111oi_4 0.47, nand3b_4 0.35, nor3b_1 0.26
where the power goes:
part	switching, mW	total, mW	internal, mW	leakage [nW]
Sequential	0.00311	0.276	0.273	0.204
Clock	0.0812	0.158	0.0769	0.0228
Combinational	0.0153	0.0443	0.0290	0.543
layout by cell type (no fill, tap or decap), types with 2 or more instances in the layout:
cell type / n
clkbuf_8: 3
clkdlybuf4s50_1: 20
nor2b_1: 2
dfxtp_1: 25
and3_1: 4
nor2_1: 5
xor2_1: 12
nor3_4: 2
inv_1: 19
conb_1: 5
xnor2_1: 5
nand4_1: 5
nor3_1: 9
a21o_1: 2
nor3_2: 9
o21ai_0: 2
a21oi_1: 5
or3_1: 2
ha_1: 18
nand2_1: 7
nand3_1: 14
No activity file was given, so power comes from the tool's default toggle rates.
