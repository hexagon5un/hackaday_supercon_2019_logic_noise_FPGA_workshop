==> /design/flow/design.v <==
module loop_register #(
	parameter WIDTH=16
)(
	input clk, 
	input rst,
	input set,
	input clear, 
	output [WIDTH-1:0] register_out
);
reg [WIDTH-1:0] internal_register;
always @(posedge clk) begin
	if (rst) begin
		internal_register <= {{WIDTH-1{1'b0}}, 1};
	end
	else begin
		case ({set, clear})
			2'b10: internal_register = {1'b1, internal_register[WIDTH-1:1]};
			2'b01: internal_register = {1'b0, internal_register[WIDTH-1:1]};
			default: internal_register = {internal_register[0], internal_register[WIDTH-1:1]};
		endcase
	end
end
assign register_out = internal_register;
endmodule
==> /design/flow/run.sh <==
#!/bin/bash
# OpenROAD 26Q1-2900-gdf79404cd8, Yosys 0.63+post, stock flow scripts
make -C /OpenROAD-flow-scripts/flow DESIGN_CONFIG=/design/flow/config.mk WORK_HOME=/design/flow/orfs finish
==> /design/flow/config.mk <==
export PLATFORM = sky130hd
export DESIGN_NAME = loop_register
export DESIGN_NICKNAME = loop_register
export VERILOG_FILES = /design/flow/design.v
export SDC_FILE = /design/flow/constraint.sdc
export NUM_CORES = 4
export LEC_CHECK = 1
export CORE_AREA = 10 10 76 76
export DIE_AREA = 0 0 86 86
==> /design/flow/constraint.sdc <==
current_design loop_register

set clk_period 1.3
set clk_io_pct 0.2

create_clock -name clk0 -period $clk_period [get_ports {clk}]

set non_clock_inputs [all_inputs -no_clocks]
set_input_delay [expr $clk_period * $clk_io_pct] -clock clk0 $non_clock_inputs
set_output_delay [expr $clk_period * $clk_io_pct] -clock clk0 [all_outputs]
==> CHANGELOG.md <==
### Physical design

* CTS tree: built
* Rows at 23
* Vias in the first global route at 338
* Max incr delay on CP at 0.45 ns
* Largest Register: internal_register
* Hold path start: internal_register[1]
* Crit path DAT at 1.29 ns
* Chip Area, Yosys at 460 um^2
* Vias/cell at 2.85
* Latency at later pin at 0.24 ns
* Status: finished clean
* Clock power frac at 44.1%
* Starting Density at 11.2%
* Total core area at 4120 um^2
* Worst vdd ir at 0.000236 V
* Register area at 340 um^2
* CTS Hold Buffers Added at 0
* Power Density at 1210 nW/um^2
* Worst slew margin at 85.6%
* DRC violations left at 0
* Grt total ovfl at 0
* Internal at 0.794 mW
* Chip footprint at 7400 um^2
* Post-synth cell types at 9
* Leakage Power at 0.498 nW
* CTS sink cnt at 16
* Num ports at 20
* Post CTS Setup Buffer Count at 0
* Inserted Clock Buffers at 3
* Register bit total from synthesis at 16
* Hold path cells at 1
* CP Launch Point: clear
* Post-synth design cell area at 460 um^2
* Initial antenna violation count at 0
* DR vias at 314
* Logic area at 125 um^2
* Port bufs at 19
* Slew at the pin with the worst max-slew slack at 0.215 ns
* Total Neg Setup Slack at 0 ns
* Log Warnings at 25
* Endpoints failing hold at 0
* Clk_skew at 0.00291 ns
* CP Cell Sequence: clkdlybuf4s50_1 > inv_1 > ha_1 > mux2i_1 > nor2_1
* Flop pwr share at 51.7%
* Crit path capture type: flip-flop
* Buf+Inv Stages, Crit Path at 2
* R2r worst-path depth at 2
* Worst Hold Class: reg2reg
* Global-route wire length before repair at 1.69 mm
* Worst setup path class: in2reg
* Syn avg cell area at 12.8 um^2
* Largest delay share family, worst path: buffers and inverters
* Worst setup margin at 0.140 ns
* Final hold slack at 0.426 ns
* FILL cells at 441
* Power Total at 0.972 mW
* YS warnings at 1
* Htree depth at 1
* Layout area overhead at 74.2%
* Root Buffer: clkbuf_8
* Top Registers: internal_register (16)
* Max-slew violations at 0
* Total track usage at 2.76%
* Comb pwr share at 4.2%
* Crit path launch type: primary input
* Crit-path slowest cell: clkdlybuf4s50_1
* Initial drt markers at 12
* Fraction of layout cells with a size suffix above 1 at 36.7%
* GPL Wtd Cong at 0.719
* Routed len/inst at 9.57 um
* WP data required at 1.43 ns
* Number of diodes at 0
* Mapped Cells at 36
* Clock buffer depth at 2
* Drt pass-1 iters at 2
* CTS clk-pin slew, worst paths at 0.06 ns
* Dpl ws at -0.119 ns
* Final period util at 89.2%
* Seq share, synth at 69.6%
* DIE WIDTH at 86 um
* Largest register FFs at 16
* Final ANT Viol Nets at 0
* Psw at 0.178 mW
* Yosys Instances at 36
* RSZ-0062 raised after global routing: false
* Crit path depth at 5
* Die Ht at 86 um
* Fmax at 862 MHz
* Detailed Route WL at 1.05 mm
* Worst reg2reg startpoint: internal_register[0]
* Tmin final at 1.16 ns
* Largest net degree at the start of global routing at 10
* Critical path fanouts, max at 1
* Final tally of setup violations at 0
* Max-cap violations at 0
* Switching part of the total at 18.4%
stage by stage:
step | utilization, % | instances | instance area (um^2)
2_1_floorplan | - | 36 | 460
3_3_place_gp | 17.4 | 106 | 717
3_5_place_dp | 17.4 | 106 | 717
4_1_cts | 19.0 | 110 | 782
5_1_grt | 19.5 | 110 | 802
6_report | 19.5 | 110 | 802
cells by family after synthesis:
family	share of synthesized area (%)
AND/OR/NAND/NOR	22.3
multiplexers	2.17
flip-flops	69.6
buffers and inverters	3.26
adder cells (fa/ha/maj)	2.72
worst paths after layout:
path,endpoint,slack [ns]
setup reg to reg,internal_register[15],0.66
setup / recovery,internal_register[15],0.14
hold / removal,internal_register[0],0.43
hold reg to reg,internal_register[0],0.43
worst reg2reg max path, cell delays in order (launching register included):
cell and delay (ns):
dfxtp_2 0.31, mux2i_1 0.16, nor2_1 0.06
layout by cell type (no fill, tap or decap):
cell type,synthesis,final
dfxtp_2,0,16
nor2b_1,10,10
dlygate4sd2_1,0,8
dlymetal6s2s_1,0,8
and2b_1,4,4
clkbuf_8,0,4
clkdlybuf4s50_1,0,3
buf_4,0,2
inv_1,1,1
or2_1,1,1
mux2i_1,1,1
nor2_1,1,1
ha_1,1,1
final cells by class:
class	count	share of cell area, %
multi-input combinational	18	15.6
inverter	1	0.468
sequential	16	42.4
clock buffer	4	6.86
timing repair buffer	21	26.8
tap	50	7.80
cells in the mapped netlist:
master    n  area [um^2]
and2b_1   4         30.0
buf_6     1         11.3
dfxtp_1  16          320
ha_1      1         12.5
inv_1     1         3.75
mux2i_1   1         10.0
nor2_1    1         3.75
nor2b_1  10         62.6
or2_1     1         6.26
repair_timing:
action,CTS,global route
gates resized,24,8
endpoints found under the hold margin,0,0
endpoints found under the setup margin,16,8
power groups by stage:
stage         clock network, mW  logic [mW]  registers [mW]
global route              0.472      0.0457           0.503
CTS                       0.447      0.0422           0.502
finish                    0.429      0.0407           0.502
layer usage:
| layer | GRT usage [%] | up-vias | routed length [um] |
|---|---|---|---|
| li1 | - | 155 | - |
| met1 | 2.99 | 140 | 385 |
| met2 | 3.99 | 15 | 444 |
| met3 | 1.81 | 4 | 173 |
| met4 | 1.50 | 0 | 51 |
| met5 | 0 | - | 0 |
Power is estimated from default activity; no workload was simulated.
