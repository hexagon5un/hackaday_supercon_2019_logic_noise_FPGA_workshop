`flow/design.v`:
```
module single_pitch_oscillator #(
	parameter PITCH = 30578
)(
	input clk,
	output out
);
reg [23:0] counter;  
reg counterout = 0;
always @(posedge clk) begin
	if (counter < PITCH)
	begin
		counter <= counter + 1;
	end else 
	begin
		counter <= 0;
		counterout <= ~counterout;
	end
end
assign out = counterout;
endmodule
```
`flow/run.sh`:
```
#!/bin/bash
# OpenROAD 26Q1-2900-gdf79404cd8, Yosys 0.63+post, stock flow scripts
make -C /OpenROAD-flow-scripts/flow DESIGN_CONFIG=/design/flow/config.mk WORK_HOME=/design/flow/orfs finish
```
`flow/config.mk`:
```
export PLATFORM = sky130hd
export DESIGN_NAME = single_pitch_oscillator
export DESIGN_NICKNAME = single_pitch_oscillator
export VERILOG_FILES = /design/flow/design.v
export SDC_FILE = /design/flow/constraint.sdc
export NUM_CORES = 4
export LEC_CHECK = 1
export CORE_AREA = 10 10 88 88
export DIE_AREA = 0 0 98 98
```
`flow/constraint.sdc`:
```
current_design single_pitch_oscillator

set clk_period 2.1
set clk_io_pct 0.2

create_clock -name clk0 -period $clk_period [get_ports {clk}]

set non_clock_inputs [all_inputs -no_clocks]
set_input_delay [expr $clk_period * $clk_io_pct] -clock clk0 $non_clock_inputs
set_output_delay [expr $clk_period * $clk_io_pct] -clock clk0 [all_outputs]
```
==> results.ini <==
[sta]
hold_viol_final=0
rsz0062_at_grt=no
fin_ws_ns=0.603
setup_tns_ns=0
whs_ns=0.483
period_used_pct=71.3
maxSlewViolCount=0
max_freq_ghz=0.668
fin_worst_skew_ns=0.00318
period_needed_ns=1.50
setup_viol=0

[critical_path]
r2r_cells=5
reg2reg_to=counter[14]
r2r_start=counter[1]
critPathMaxFanout=2
cp.arrival_ns=1.08
worstPathRequired_ns=1.68
worstSetupPathType=register to primary output
end_kind=primary output
crit_slowest_cell=clkdlybuf4s50_1
path_cells=clkdlybuf4s50_1
r2r_setup_slack_ns=0.65
max_stage_delay_ns=0.46
startpoint_type=register
crit_family=buffers and inverters
critPathBufInv=1

[floorplanning]
core_mm2=0.00592
die_w_um=98
initCoreUtil_pct=15.7
io_pins=2
die_y_um=98
row_count=28
dieArea_mm2=0.00960

[clock_network]
numClockSinks=25
clkTransAtPathRegs_ns=0.09
clock_latency_ns=0.27
postCtsHoldBufs=0
post_cts_buffers=0
htree_levels=1
cts_tree=yes
clockBufferDepth=2
cts_buffers=3
root_buffer=clkbuf_8
cts_resized=0

[synth]
synth-edff-count=1
largest_area_cell=dfxtp_1
yosysWarnings=1
yosys_cells=91
ys_area_um2=928
syn_avg_cell_area_um2=10.2
syn-cell-area_um2=928
synth_seq_share_pct=55.0
topCellsByArea=dfxtp_1, xnor2_1, nor2_1
ys_ff=25
flop_cell=dfxtp_1
synthCells=91
async_flop_share_pct=0
synth.distinct_cells=21
top_area_share_pct=51.8

[layout]
area_delta_synth_final_pct=19.4
drive_above_1_share_pct=11.5
layout.cells.non_filler=179
logic_area_um2=422
fin_area_mm2=0.00111
n_fill_cell=621
regArea_um2=510
final_util_pct=18.7

[min_path]
min_from=counter[0]
min_path_cells=1
holdPathEnd=counter[0]
worstHoldPathType=register to register

[global_routing]
overflow=0
antenna_found_initial=0
grt_pass1_vias=554
grt_max_degree=17
grt_usage_pct=2.96
grt_pass1_wl_mm=2.48

[status]
status=complete, no violations

[routing]
antennaDiodeCount=0
firstDrtPassIters=3
drc=0
vias=585
final_antenna_net_count=0
drt-total-wl_mm=1.40
drt_iter0_drc=40
vias_per_cell=3.27
wl_per_cell_um=7.83

[power]
finalPower_mw=0.786
p_leak_nw=0.359
power_density_mw_per_mm2=709
ir_drop_uv=365

[placement]
gp_congestion=0.803
port_buffers=1
dp_cells=175
placed_cell_area_mm2=0.00106
dp_slack_ns=0.659
dp_hpwl_mm=1.02

[job]
cap_violations=0
warnings=25

## cells by family after synthesis
family / synth area share [%]
other: 0.404
buffers and inverters: 2.83
XOR/XNOR: 12.3
AND/OR/NAND/NOR: 26.5
adder cells (fa/ha/maj): 1.35
flip-flops: 55.0
AND-OR/OR-AND: 1.62
## worst max-delay path by stage
stage | from | endpoint | slack [ns] | depth (start not counted)
4_1_cts | counterout | out | 0.58 | 1
5_1_grt | counter[13] | counter[10] | 0.47 | 5
6_report | counterout | out | 0.60 | 1
## cell usage in the layout, fill, tap and decap left out, types with 2 or more instances in the layout
master	n
dfxtp_1	24
nor2_1	18
xnor2_1	12
conb_1	9
nor3_1	7
nand3_1	6
inv_1	4
nand4_1	3
clkbuf_8	3
nand4_2	2
nand2_1	2
nor2_2	2
## registers in the layout, indices dropped and copies added, names as in the netlist
| signal | flops |
|---|---|
| counterout | 1 |
| counter | 24 |
## cell type report
class                   instances  share of cell area (%)
clock buffers                   3                    3.72
inverters                       4                    1.35
well taps                      75                    8.47
flip-flops and latches         25                    46.0
multi-input cells              69                    38.0
repair buffers                  2                    1.58
clock inverters                 1                   0.790
## power by group
| group | total [mW] | internal [mW] | switching (mW) |
|---|---|---|---|
| Clock | 0.292 | 0.139 | 0.153 |
| Combinational | 0.00471 | 0.00219 | 0.00251 |
| Sequential | 0.490 | 0.487 | 0.00285 |
## synth_stat cells (2+ instances only)
cell and instances:
dfxtp_1 24, inv_1 4, nand2_1 2, nand3_1 6
nand4_1 3, nand4_2 2, nor2_1 18, nor2_2 2
nor3_1 7, xnor2_1 12
## layer usage
layer	track usage [%]	vias to the layer above	routed length, um
met5	0	-	0
met4	0.336	0	0
met3	1.21	0	76
li1	-	318	-
met1	4.16	260	753
met2	4.26	7	572
Power and IR drop assume default switching activity.
